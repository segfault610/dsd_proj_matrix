==> flow/design.v <==
module graphics_transform #(
    parameter DATA_WIDTH = 16   
)(
    input  wire                       clk,
    input  wire                       rst,
    input  wire                       start,
    input  wire signed [DATA_WIDTH-1:0] x_in,
    input  wire signed [DATA_WIDTH-1:0] y_in,
    input  wire [1:0]                 transform_type,  
    input  wire signed [DATA_WIDTH-1:0] param,         
    output reg signed [DATA_WIDTH-1:0] x_out,
    output reg signed [DATA_WIDTH-1:0] y_out,
    output reg                         valid,
    output reg                         done
);
    localparam IDLE = 2'd0, COMPUTE = 2'd1, OUTPUT = 2'd2;
    reg [1:0] state;
    reg signed [2*DATA_WIDTH-1:0] mult_tmp;
    function signed [DATA_WIDTH-1:0] qmul;
        input signed [DATA_WIDTH-1:0] a;
        input signed [DATA_WIDTH-1:0] b;
        reg signed [2*DATA_WIDTH-1:0] prod;
    begin
        prod = a * b;  
        qmul = prod >>> 8;
    end
    endfunction
    always @(posedge clk or posedge rst) begin
        if (rst) begin
            state <= IDLE;
            x_out <= 0;
            y_out <= 0;
            valid <= 1'b0;
            done <= 1'b0;
        end else begin
            case (state)
                IDLE: begin
                    valid <= 1'b0;
                    done <= 1'b0;
                    if (start) state <= COMPUTE;
                end
                COMPUTE: begin
                    case (transform_type)
                        2'b00: begin
                            case (param[7:0])
                                8'd0: begin x_out <= x_in;           y_out <= y_in;           end
                                8'd90: begin x_out <= -y_in;         y_out <= x_in;           end
                                8'd180: begin x_out <= -x_in;        y_out <= -y_in;          end
                                8'd270: begin x_out <= y_in;         y_out <= -x_in;          end
                                default: begin x_out <= x_in;        y_out <= y_in;           end
                            endcase
                        end
                        2'b01: begin
                            x_out <= qmul(x_in, param);
                            y_out <= qmul(y_in, param);
                        end
                        2'b10: begin
                            x_out <= x_in + param;
                            y_out <= y_in;
                        end
                        default: begin
                            x_out <= x_in;
                            y_out <= y_in;
                        end
                    endcase
                    state <= OUTPUT;
                end
                OUTPUT: begin
                    valid <= 1'b1;
                    done <= 1'b1;
                    state <= IDLE;
                end
            endcase
        end
    end
endmodule
==> flow/run.sh <==
#!/bin/bash
# OpenROAD 26Q1-2900-gdf79404cd8, Yosys 0.63+post, stock flow scripts
make -C /OpenROAD-flow-scripts/flow DESIGN_CONFIG=/design/flow/config.mk WORK_HOME=/design/flow/orfs finish
==> flow/config.mk <==
export PLATFORM = sky130hd
export DESIGN_NAME = graphics_transform
export DESIGN_NICKNAME = graphics_transform
export VERILOG_FILES = /design/flow/design.v
export SDC_FILE = /design/flow/constraint.sdc
export NUM_CORES = 4
export LEC_CHECK = 1
export CORE_UTILIZATION = 40
==> flow/constraint.sdc <==
current_design graphics_transform

set clk_period 3.0
set clk_io_pct 0.2

create_clock -name clk0 -period $clk_period [get_ports {clk}]

set non_clock_inputs [all_inputs -no_clocks]
set_input_delay [expr $clk_period * $clk_io_pct] -clock clk0 $non_clock_inputs
set_output_delay [expr $clk_period * $clk_io_pct] -clock clk0 [all_outputs]
==> impl_metrics.yaml <==
# physical design summary
synth:
  synthDistinctLibCells: 73
  yosys_warnings: 2
  yosysChipArea_sq_mm: 0.0190
  ys_ff: 36
  yosys_most_used_dff: "dfrtp_1"
  synth_area_sq_mm: 0.0190
  area_leaders: "fa_1, ha_1, inv_1, and2_1, nand2_1"
  synth_seq_share_pct: 4.75
  synth-edff-count: 0
  syn_area_per_cell_sq_um: 8.30
  async_flop_share_pct: 100
  yosys_cells: 2289
  yosysTopAreaCellShare_pct: 39.3
  synth_top_cell_by_area: "fa_1"
  synthCells: 2289
worst_setup_path:
  critPathKind: "primary input to register"
  critPathMaxFanout: 3
  cp_num_buf_inv: 9
  crit_path_end_kind: "register"
  worstPathArrival_ns: 6.24
  cp-start-kind: "primary input"
  crit_required_ns: 3.16
  critPathTopFamily: "adder cells"
  critPathMostFrequentCell: "fa_1"
  crit_slowest_cell: "fa_2"
  worst_path_largest_cell_delay_ns: 0.57
sta:
  slew-limit-headroom_pct: 51.8
  skew_ns: 0.00401
  finalHoldViolCount: 0
  rsz0062_at_grt: "true"
  worst_slack_ns: -3.08
  whs_ns: 0.453
  worstMarginPinSlew_ns: 0.720
  finalSetupViolCount: 32
  max_freq_ghz: 0.164
  fin_setup_tns_ns: -87.03
  final_max_slew_viol_count: 0
  period_used_pct: 203
  fin_crit_ns: 6.08
routing:
  drt-wirelength-per-cell_um: 19.7
  drtAntennaViolNets: 0
  wl_um: 65400
  drc: 0
  diodes: 0
  drt_first_pass_iters: 22
  via_per_inst: 5.15
  vias: 17100
  drtIter0Drc: 985
place:
  gp_congestion: 0.943
  portBuffers: 86
  dpl.cell_count: 3188
  placed_area_sq_mm: 0.0235
  dp_hpwl_um: 48000
die:
  io_pins: 87
  coreArea_sq_mm: 0.0467
  die-area_sq_mm: 0.0484
  die_h_um: 220
  placementRows: 79
  die_width_um: 220
  fp_util_pct: 40.7
grt:
  grt_max_degree: 56
  grt_first_pass_wirelength_um: 103000
  track_usage_pct: 29.8
  antenna_found_initial: 2
  grt_pass1_vias: 18300
  gr-total-overflow: 0
clocking:
  htreeDepth: 2
  cts-buffers-inserted: 5
  cts_tree: "yes"
  clock-sinks: 36
  cts_root_buffer: "clkbuf_16"
  clkSlewWorstSetupHoldPaths_ns: 0.06
  cts.path.max_buffers: 2
  clkLatencyLatePin_ns: 0.28
  ctsHoldBuffers: 0
layout:
  final_cells: 3326
  syn_to_final_growth_pct: 40.4
  fin_util_pct: 57.2
  layout_top_cells: "inv_1, fa_1, buf_4"
  mostFrequentLayoutCell: "inv_1"
  stdcell_area_sq_mm: 0.0267
  drive_gt1_share_pct: 32.3
run_status:
  status: "complete, but fails checks"
  violations: "negative setup slack"
min_path:
  holdCritPathClass: "register to register"
flow_run:
  warnings: 28
  maxCapViolCount: 0
## per-layer routing
layer	vias to the layer above	GRT usage, %	wire length, um
met5	-	0.104	0
met2	706	43.9	29100
met3	90	10.0	6160
li1	7851	-	-
met4	0	7.33	2140
met1	8475	44.0	28000
## layout make-up
class / instances / area, sq um
inverters: 495 / 1870
flip-flops and latches: 36 / 903
well taps: 607 / 759
multi-input cells: 1616 / 17300
clock buffers: 5 / 125
repair buffers: 564 / 5700
clock inverters: 3 / 42.5
fillers: 3847 / 20000
## path summary, 6_finish.rpt
path	from	end	slack, ns	cells past startpoint
worst min-delay path	state[1]	valid	0.45	1
max in group asynchronous	rst	y_out[7]	1.63	3
worst max-delay path	param[15]	x_out[13]	-3.08	25
worst min register to register	state[1]	valid	0.45	1
worst max register to register	state[2]	y_out[4]	1.30	3
min in group asynchronous	rst	x_out[8]	0.64	2
## logic make-up (layout without fill, tap and decap cells)
group | count (synthesis) | count (layout) | share of synthesized area, %
fa+ha+maj | 530 | 530 | 49.6
compound gates | 264 | 264 | 8.96
xor+xnor | 92 | 92 | 4.24
mux | 12 | 12 | 0.988
buf+inv | 637 | 1067 | 12.6
flops | 36 | 36 | 4.75
simple gates | 718 | 718 | 18.8
## repair_timing
item / 4_1_cts / 5_1_grt
endpoints found under the setup margin: 32 / 32
pin swaps: 177 / 199
buffers inserted: 96 / 42
cloned: 14 / 3
resized: 439 / 249
## cell usage after synthesis (all sizes together) (4+ instances only)
cell / number
nand2: 280
buf: 8
or4: 5
and3: 5
a22oi: 7
a21o: 10
o31ai: 7
a21oi: 74
fa: 373
inv: 495
a2111oi: 6
nand2b: 10
or3: 10
a31oi: 15
o21ai: 62
nand3: 12
nor2: 101
ha: 157
a211oi: 10
nand4: 5
xnor2: 63
mux2: 4
nor2b: 12
a221oi: 17
a221o: 4
mux4: 5
nor4: 6
xor2: 29
and2: 220
nor3: 39
o211ai: 4
o22ai: 6
clkbuf: 134
o21a: 11
dfrtp: 35
or2: 4
## metrics by stage
stage	setup WS [ns]
after floorplan	-2.98
after global placement	-3.78
after detailed placement	-3.79
after CTS	-3.10
after global routing	-3.28
final	-3.08
## state kept, by name, indices dropped and copies added (netlist names)
| name | count |
|---|---|
| state | 3 |
| y_out | 16 |
| valid | 1 |
| x_out | 16 |
