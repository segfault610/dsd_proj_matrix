**flow/run.sh**
```bash
#!/bin/bash
# OpenROAD 26Q1-2900-gdf79404cd8, Yosys 0.63+post, stock flow scripts
make -C /OpenROAD-flow-scripts/flow DESIGN_CONFIG=/design/flow/config.mk WORK_HOME=/design/flow/orfs finish
```
**flow/config.mk**
```make
export PLATFORM = sky130hd
export DESIGN_NAME = simple_generic_matrix_mult
export DESIGN_NICKNAME = simple_generic_matrix_mult
export VERILOG_FILES = /design/flow/design.v
export SDC_FILE = /design/flow/constraint.sdc
export NUM_CORES = 4
export LEC_CHECK = 1
export CORE_UTILIZATION = 50
```
**flow/constraint.sdc**
```tcl
current_design simple_generic_matrix_mult

set clk_period 9.2
set clk_io_pct 0.2

create_clock -name clk0 -period $clk_period [get_ports {clk}]

set non_clock_inputs [all_inputs -no_clocks]
set_input_delay [expr $clk_period * $clk_io_pct] -clock clk0 $non_clock_inputs
set_output_delay [expr $clk_period * $clk_io_pct] -clock clk0 [all_outputs]
```
**flow/design.v**
```verilog
module simple_generic_matrix_mult #(
    parameter integer M = 3,
    parameter integer N = 3,
    parameter integer P = 3,
    parameter integer DATA_WIDTH = 8
)(
    input  wire clk,
    input  wire rst,
    input  wire start,
    input  wire signed [DATA_WIDTH-1:0] a_in,
    input  wire [$clog2(M*N)-1:0] a_addr,
    input  wire a_wen,
    input  wire signed [DATA_WIDTH-1:0] b_in,
    input  wire [$clog2(N*P)-1:0] b_addr,
    input  wire b_wen,
    output reg [2*DATA_WIDTH-1:0] c_out,
    output reg c_valid,
    output reg done
);
    reg signed [DATA_WIDTH-1:0] A [0:M*N-1];
    reg signed [DATA_WIDTH-1:0] B [0:N*P-1];
    reg [$clog2(M):0] row;
    reg [$clog2(P):0] col;
    reg [$clog2(N):0] k_count;
    reg signed [2*DATA_WIDTH + $clog2(N):0] accumulator;
    localparam IDLE     = 0;
    localparam COMPUTE  = 1;
    localparam ACC_FINAL= 2;
    localparam OUTPUT   = 3;
    localparam DONE_ST  = 4;
    reg [2:0] state;
    wire signed [2*DATA_WIDTH-1:0] product;
    assign product = $signed(A[row*N + k_count]) * $signed(B[k_count*P + col]);
    always @(posedge clk) begin
        if (a_wen) A[a_addr] <= a_in;
        if (b_wen) B[b_addr] <= b_in;
    end
    always @(posedge clk or posedge rst) begin
        if (rst) begin
            state <= IDLE;
            row <= 0;
            col <= 0;
            k_count <= 0;
            accumulator <= 0;
            c_valid <= 0;
            done <= 0;
            c_out <= 0;
        end else begin
            c_valid <= 0;
            case (state)
                IDLE: begin
                    done <= 0;
                    if (start) begin
                        row <= 0;
                        col <= 0;
                        k_count <= 0;
                        accumulator <= 0;
                        state <= COMPUTE;
                    end
                end
                COMPUTE: begin
                    accumulator <= accumulator + product;
                    if (k_count == N-1) state <= ACC_FINAL;
                    else k_count <= k_count + 1;
                end
                ACC_FINAL: state <= OUTPUT;
                OUTPUT: begin
                    c_out <= accumulator[2*DATA_WIDTH-1:0];
                    c_valid <= 1;
                    accumulator <= 0;
                    k_count <= 0;
                    if (col == P-1) begin
                        col <= 0;
                        if (row == M-1) state <= DONE_ST;
                        else begin
                            row <= row + 1;
                            state <= COMPUTE;
                        end
                    end else begin
                        col <= col + 1;
                        state <= COMPUTE;
                    end
                end
                DONE_ST: begin
                    done <= 1;
                    if (!start) state <= IDLE;
                end
                default: state <= IDLE;
            endcase
        end
    end
endmodule
```
==> Changelog: implementation <==
### Changed

* Post-route cell area at roughly 12000 um^2
* Synth Register Bits at 192
* Chip Area, Yosys at roughly 11000 um^2
* Post-Syn Area at 10900 um^2
* Post-CTS Resized at 0
* DR iter-0 viols at 248
* H-tree depth at 4
* Total CTS buffers at 17
* Tool Warnings at 28
* FF-to-FF End: accumulator[15]
* Initial antenna violation count at 0
* Clock latency at the later pin of the worst-skew pair at 0.43 ns
* Synth warnings at 1
* Slowest stage delay, CP at 0.90 ns
* # Cells Yosys at slightly below 800
* Post-synth EDFFs at between 100 and 150
* Synth Instances at around 780
* Clk slew on worst S/H paths at 0.08 ns
* Ports at 47
* Sequence of cells on the critical path: inv_1 > fa_1 > inv_1 > ha_1 > inv_1 > fa_1 > mux2i_1 > o21ai_1 > nand2_1 > fa_1 > fa_1 > inv_1 > fa_1 > fa_1 > inv_1 > fa_1 > inv_1 > ha_1 > a21oi_1 > o22ai_1 > o21ai_0 > a31oi_1 > xnor2_1 > o21ai_0
* FP Util at about half
* CP Class: reg2reg
* Synth Area per Inst at 14.1 um^2
* Rel. slew slack at 36.0%
* Critical path arrival at 7.61 ns
* Max stage delay cell, worst path: fa_1
* Max Cap Viol at 0
* Synth async-reset ratio at between 20% and 30%
* Site Rows at between 50 and 60
* Most common cell on crit path: fa_1
* Port buffer count at 46
* Floorplan core area at 21200 um^2
* Final Hold Viols at 0
* Status: complete, no violations
* Post-synthesis sequential area ratio at 50.6%
* Worst path bufs/invs at 6
* Worst Tran Pin Value at 0.956 ns
* Share of cells above drive strength 1 at 12.6%
* Most numerous logic cell after layout: edfxtp_1
* Chip height at 150 um
* Synth top area share at roughly two fifths
* RSZ-0062 raised after global routing: false
* Worst Hold Class: reg2reg
* Post-CTS Setup Bufs at 0
* DRT antenna net count at 0
* Vias in the first global route at roughly 6400
* Die Wd at 150 um
* Cell depth of the worst flop-to-flop path at 24
* Dpl cell area at around 12000 um^2
* Area Growth Syn to Fin at 12.8%
* CTS Hold Bufs at 0
* Reg-to-Reg Start: k_count[1]
* Crit path max fanout at 8
* GR Util All Layers at 21.3%
* Yosys top cell by area: edfxtp_1
* CP Capture Type: register
* F_max at 138 MHz
* Clk_skew at 0.0128 ns
* Fin crit period at 7.26 ns
* Worst Slack Setup Final at between 1.5 and 2 ns
* R2r setup slk at 1.94 ns
* Antenna Cells at 0
* Fin crit share at between 70% and 80%
* WL/cell at around 18 um
* Reg area at 5530 um^2
* Hold-critical path endpoint: state[4]
* Main synth FF type: edfxtp_1
* CP delay by family, top: adder cells
* Router iterations before antenna repair at 4
* Area contributors post-synth: edfxtp_1 40%, fa_1 14%, dfrtp_1 11%
* Hold depth at 0
* TritonCTS clock tree: built
* Longest Clk Path Bufs at 2
* Setup slack at placement at around 1.9 ns
* Critical Path Start Type: register
* Layout filler cell count at 1643
* First-pass GRT wire length at 33500 um
* Unique cell types at 57
* Via density at ~5.3
* HP Start: state[2]
* Residual DRC at 0
* CTS root buffer: clkbuf_16
* RePlAce Congestion at between 0.9 and 1
* # setup viols final at 0
* Crit path DRT at around 9.6 ns
* Largest net degree at the start of global routing at 49
* WL final at 19900 um
* Via count at 5970
* DIE AREA at 22500 um^2
* MI comb area at 4900 um^2
* Clk sinks at 192
* Top Layout Cells: 144 x edfxtp_1, 98 x inv_1, 78 x fa_1, 65 x nor2_1, 50 x nand2_1
* Max Slew Vio Count at 0
* Dpl hpwl at 14500 um
* Setup TNS at 0 ns
* Final global-route overflow total at 0
-- final cells by class --
| class | instances | area share, % |
|---|---|---|
| clock inverters | 14 | 1.52 |
| clock buffers | 18 | 3.48 |
| well taps | 275 | 2.79 |
| multi-input cells | 465 | 39.7 |
| repair buffers | 60 | 4.59 |
| flip-flops and latches | 192 | 44.8 |
| inverters | 101 | 3.07 |
-- through the flow --
stage | util (%) | instances | hold WS, ns
after floorplan | - | 776 | 0.331
after global placement | 55.2 | 1093 | 0.333
after detailed placement | 55.2 | 1093 | 0.340
after CTS | 58.1 | 1125 | 0.359
after global routing | 58.1 | 1125 | 0.366
final | 58.1 | 1125 | 0.357
-- worst max-delay path by stage --
stage / from / end / slack (ns) / cells after the start
6_report: k_count[1] / accumulator[15] / 1.94 / 24
5_1_grt: row[0] / accumulator[15] / 1.41 / 24
4_1_cts: k_count[1] / accumulator[15] / 1.86 / 24
-- per-layer routing --
layer	track usage, %	vias up	share of wire (%)
met2	31.3	186	47
met4	1.62	0	0.98
met1	34.4	2941	44
met3	9.29	13	8.4
met5	0	-	0
li1	-	2830	-
-- sequential cells by signal, indices dropped and copies added, names as in the netlist --
signal,cells
A,72
B,72
accumulator,16
c_out,16
state,5
col,3
k_count,3
row,3
c_valid,1
done,1
-- synth_stat cells, types with 3 or more instances --
cell type	n
ha_1	44
o22ai_1	3
dfrtp_1	47
o21a_1	7
nand3b_1	5
or2_1	11
a21oi_4	10
nand3_1	8
or3_1	3
nor2b_1	6
xor2_1	3
buf_2	6
mux2_2	16
a32o_1	3
clkbuf_1	5
edfxtp_1	144
buf_6	3
nand2_1	50
nand2b_1	17
o21ai_0	14
o21ai_1	5
a31oi_1	3
fa_1	78
nor2_1	65
xnor2_1	13
inv_1	99
a21oi_1	10
mux4_1	14
mux4_2	18
mux2i_1	19
nor3_1	8
o31ai_1	4
-- cells by family (layout without fill, tap and decap cells) --
group,count (synthesis),in the layout,synth area share (%)
AOI/OAI and AO/OA,70,70,5.04
xor gates and xnor gates,19,19,1.83
adders and majority gates,122,122,19.3
buffers and inverters,119,193,4.69
DFF,192,192,50.6
muxes,67,67,10.5
and+or+nand+nor,187,187,8.10
-- worst register-to-register path, stage by stage, from the launching register on --
cell	delay, ns
dfrtp_1	0.44
inv_1	0.15
fa_1	0.44
inv_1	0.12
ha_1	0.15
inv_1	0.05
fa_1	0.90
mux2i_1	0.21
o21ai_1	0.40
nand2_1	0.15
fa_1	0.52
fa_1	0.54
inv_1	0.05
fa_1	0.50
fa_1	0.54
inv_1	0.05
fa_1	0.53
inv_1	0.04
ha_1	0.34
a21oi_1	0.16
o22ai_1	0.12
o21ai_0	0.35
a31oi_1	0.15
xnor2_1	0.14
o21ai_0	0.14
