[flow/design.v]
module matrix_transform #(
    parameter DATA_WIDTH = 16    
)(
    input  wire                       clk,
    input  wire                       rst_n,
    input  wire                       start,
    input  wire signed [DATA_WIDTH-1:0] x_in,
    input  wire signed [DATA_WIDTH-1:0] y_in,
    input  wire [1:0]                 transform_type,  
    input  wire signed [DATA_WIDTH-1:0] param1,        
    input  wire signed [DATA_WIDTH-1:0] param2,        
    output reg signed [DATA_WIDTH-1:0] x_out,
    output reg signed [DATA_WIDTH-1:0] y_out,
    output reg [2*DATA_WIDTH-1:0]      combined_out,
    output reg                         transform_valid,
    output reg                         transform_done
);
    localparam [2:0] IDLE = 3'd0,
                     COMPUTE = 3'd1,
                     OUTPUT  = 3'd2;
    reg [2:0] state;
    function signed [DATA_WIDTH-1:0] qmul;
        input signed [DATA_WIDTH-1:0] a;
        input signed [DATA_WIDTH-1:0] b;
        reg signed [2*DATA_WIDTH-1:0] prod;
    begin
        prod = a * b;
        qmul = prod >>> 8;
    end
    endfunction
    always @(posedge clk or negedge rst_n) begin
        if (!rst_n) begin
            state <= IDLE;
            x_out <= 0;
            y_out <= 0;
            combined_out <= 0;
            transform_valid <= 1'b0;
            transform_done <= 1'b0;
        end
        else begin
            transform_valid <= 1'b0;
            case (state)
                IDLE: begin
                    transform_done <= 1'b0;
                    if (start) state <= COMPUTE;
                end
                COMPUTE: begin
                    case (transform_type)
                        2'b00: begin
                            case (param1[7:0])
                                8'd0: begin x_out <= x_in; y_out <= y_in; end
                                8'd90: begin x_out <= -y_in; y_out <= x_in; end
                                8'd180: begin x_out <= -x_in; y_out <= -y_in; end
                                8'd270: begin x_out <= y_in; y_out <= -x_in; end
                                default: begin x_out <= x_in; y_out <= y_in; end
                            endcase
                        end
                        2'b01: begin
                            x_out <= qmul(x_in, param1);
                            y_out <= qmul(y_in, param1);
                        end
                        2'b10: begin
                            x_out <= x_in + param1;
                            y_out <= y_in + param2;
                        end
                        default: begin
                            x_out <= x_in;
                            y_out <= y_in;
                        end
                    endcase
                    state <= OUTPUT;
                end
                OUTPUT: begin
                    combined_out <= { y_out, x_out };
                    transform_valid <= 1'b1;
                    transform_done <= 1'b1;
                    state <= IDLE;
                end
                default: state <= IDLE;
            endcase
        end
    end
endmodule
[flow/run.sh]
#!/bin/bash
# OpenROAD 26Q1-2900-gdf79404cd8, Yosys 0.63+post, stock flow scripts
make -C /OpenROAD-flow-scripts/flow DESIGN_CONFIG=/design/flow/config.mk WORK_HOME=/design/flow/orfs finish
[flow/config.mk]
export PLATFORM = sky130hd
export DESIGN_NAME = matrix_transform
export DESIGN_NICKNAME = matrix_transform
export VERILOG_FILES = /design/flow/design.v
export SDC_FILE = /design/flow/constraint.sdc
export NUM_CORES = 4
export LEC_CHECK = 1
export CORE_UTILIZATION = 30
[flow/constraint.sdc]
current_design matrix_transform

set clk_period 4.0
set clk_io_pct 0.2

create_clock -name clk0 -period $clk_period [get_ports {clk}]

set non_clock_inputs [all_inputs -no_clocks]
set_input_delay [expr $clk_period * $clk_io_pct] -clock clk0 $non_clock_inputs
set_output_delay [expr $clk_period * $clk_io_pct] -clock clk0 [all_outputs]
==> changes_impl.md <==
### Changed

* H-Tree Depth at 3
* Finished layout cell area at 29100 sq um
* Post-layout period usage at 153%
* Reported leakage power at 13.7 nW
* Number of standard cells reported by yosys at 2478
* Post-placement cell count at 3738
* Max-slew headroom at the worst pin at 28.6%
* Worst setup path category: primary input to flop
* WP buf/inv at 9
* Total power draw at 30.3 mW
* Width of the die at 268 microns
* Status: finished with violations
* Most common flop cell mapped by yosys: sky130_fd_sc_hd__dfrtp_1
* Cell at the slowest stage of the critical path: sky130_fd_sc_hd__fa_2
* Core Area at 69900 sq um
* Required @ worst endpoint at 4.22 ns
* Sequential fraction of the synthesis area at 8.16%
* Final period demand of the worst path at 6.12 ns
* Setup Total Neg Slack at -56.70 ns
* Switching share of total power at 47.9%
* Area growth, synth to finish at 37.5%
* Detailed-router iteration count before antenna repair at 7
* Fmax achieved at 0.163 GHz
* TritonCTS clock tree: done
* Critical Path AT at 6.34 ns
* Cell chosen for the clock root: sky130_fd_sc_hd__clkbuf_16
* Maximum number of buffers from clock root to sink at 2
* Average routed wire per standard cell at 18.8 microns
* Most common cell on crit path: sky130_fd_sc_hd__fa_1
* Highest cell delay on the worst timing path at 0.57 ns
* Top Ports at 135
* Kind of cell with the highest combined delay on the critical path: adder cells
* Height of the die at 268 microns
* Worst vdd ir at 0.00129 V
* Final Routed Wirelength at 72700 microns
* Clock Power Share at 2.9%
* Start of the worst register-to-register path: state[2]$_DFF_PN0_
* Routed via count divided by cell count at 4.81
* Setup repair after global routing missed its margin: true
* Synth unique cells at 83
* CTS sink cnt at 69
* DRC at 0
* Fin worst setup slack at -2.12 ns
* Post-route ant nets at 0
* Violated checks: negative setup slack
* Combined global-route utilization of all metal layers at 21.4%
* Port Buffers at 134
* Initial Utilization at 30.3%
* Wire length of the first global-routing pass at 111000 microns
* Weighted congestion reported at the end of routability-driven placement at 0.945
* Highest net fanout along the worst path at 6
* Placement row count at 97
* Worst hold slack across all endpoints at 0.415 ns
* Average footprint of a synthesized cell at 8.54 sq um
* Max Transition Viols Final at 0
* Cell Area, Synth at 21200 sq um
* Post-detailed-placement half-perimeter wirelength at 56000 microns
* Total of flip-flops plus latches after synthesis at 69
* Nature of the critical path startpoint: primary input
* P_int at 15.8 mW
* Hold violation count in the final report at 0
* Combinational cell fraction of total power at 92.8%
* Aggregate global routing overflow at 0
* Yosys chip area at 21200 sq um
* Clock buffer count from CTS at 9
* Switching Power at 14.5 mW
* Critical path origin: param1[6]
* Post-synth tally of flip-flops with integrated enable at 0
* Worst clock skew on the final layout at 0.0205 ns
* Number of global-route vias before repair at 19300
* # hold bufs at CTS at 0
* Antenna violations before repair at 2
* Transition time at the pin with the least slew margin at 1.06 ns
* Area of the die at 71600 sq um
* Final std cells w/o fill at 3875
* Clock latency on the worst-skew pair at 0.37 ns
* Sequential share of power at 4.4%
* Fillcell total at 6773
* Tally of OpenROAD warnings at 28
* Cell count after synthesis at 2478
* Classification of the worst-slack hold path: primary input to asynchronous set/reset pin
* Routed via count at 18600
* Crit path capture type: flop
* Pin count of the biggest net entering global routing at 57
* Share of cells above drive strength 1 at 28.5%
* Drt initial violations at 940
* Register clock-pin slew on the reported worst setup and hold paths at 0.07 ns
* FFs w/ async S/R, synth at 100%
* Final setup violation count at 32
* Max-capacitance violation count at 0
* Pwr dens at 1040 nW/um^2
* Cell Area, Placed at 26300 sq um
* Count of synthesis-stage warnings from yosys at 2
[stage by stage]
stage	util (%)	worst slack, ns
after floorplan	-	-2.22
after global placement	37.6	-2.83
after detailed placement	37.6	-2.91
after CTS	40.6	-2.13
after global routing	41.6	-2.28
final	41.6	-2.12
[repair_timing]
action | in CTS | in global routing
resized | 404 | 160
buffers inserted | 75 | 38
cloned | 13 | 2
pin swaps | 145 | 108
setup endpoints to repair | 32 | 32
[worst paths after layout]
check	end	slack, ns	cells after the start
worst min register to register	transform_done$_DFFE_PN0P_	0.49	1
min in group clk0	transform_done$_DFFE_PN0P_	0.49	1
worst max register to register	y_out[6]$_DFFE_PN0P_	2.19	5
worst min-delay path	state[2]$_DFF_PN0_	0.41	1
max in group asynchronous	combined_out[1]$_DFFE_PN0P_	2.64	2
worst max-delay path	y_out[14]$_DFFE_PN0P_	-2.12	26
[cell usage in the layout (no fill, tap or decap), types with 40 or more instances in the layout]
| master | n |
|---|---|
| sky130_fd_sc_hd__inv_2 | 49 |
| sky130_fd_sc_hd__buf_4 | 328 |
| sky130_fd_sc_hd__dfrtp_1 | 66 |
| sky130_fd_sc_hd__and2_4 | 40 |
| sky130_fd_sc_hd__xnor2_1 | 63 |
| sky130_fd_sc_hd__buf_12 | 41 |
| sky130_fd_sc_hd__nand2_1 | 256 |
| sky130_fd_sc_hd__clkdlybuf4s50_1 | 85 |
| sky130_fd_sc_hd__nor2_1 | 67 |
| sky130_fd_sc_hd__buf_6 | 79 |
| sky130_fd_sc_hd__a21oi_1 | 65 |
| sky130_fd_sc_hd__and2_1 | 181 |
| sky130_fd_sc_hd__ha_1 | 135 |
| sky130_fd_sc_hd__inv_1 | 462 |
| sky130_fd_sc_hd__o21ai_0 | 72 |
| sky130_fd_sc_hd__fa_1 | 352 |
[metal layers]
layer | wire length (microns) | GRT usage (%) | vias to the layer above
met1 | 29300 | 28.6 | 9098
li1 | - | - | 8631
met5 | 0 | 0 | -
met3 | 7370 | 7.50 | 144
met4 | 2870 | 6.05 | 0
met2 | 33300 | 33.5 | 749
[power groups by stage]
stage         sequential (mW)  combinational, mW  clock [mW]
finish                   1.32               28.1       0.876
global route             1.37               30.9       0.916
CTS                      1.33               26.1       0.887
[cell usage after synthesis, drive strengths merged (3+ instances only)]
cell	number	area, sq um
or3	17	106
and3	9	56.3
o221ai	4	35.0
mux2	38	428
a21oi	88	455
nor2b	10	62.6
nand3b	3	22.5
o31ai	4	35.0
o211ai	22	165
xnor2	72	631
xor2	25	219
or2	4	25.0
nor2	69	259
o21bai	8	60.1
clkbuf	133	500
a31oi	15	93.8
ha	172	2150
o21ai	93	473
nor3	37	213
a2111oi	5	75.1
nand2	282	1060
inv	512	1920
a311oi	4	47.6
a211oi	13	103
nand2b	12	75.1
buf	17	81.3
or4	5	37.5
o311ai	13	121
o21a	7	52.6
o2111ai	5	43.8
and2	221	1380
a41oi	3	45.1
mux4	6	135
nor3b	6	45.0
fa	374	7490
a221oi	10	87.6
a22oi	4	30.0
a21o	13	97.6
nor4	9	77.6
dfrtp	68	1700
nand3	31	165
o2bb2ai	3	26.3
nand4	7	43.8
[final cells by class]
type | count | area (sq um) | share of cell area [%]
clock buffer | 10 | 239 | 0.821
inverter | 513 | 1930 | 6.63
clock inverter | 6 | 62.6 | 0.215
sequential | 69 | 1730 | 5.95
tap | 940 | 1180 | 4.04
timing repair buffer | 589 | 5770 | 19.8
antenna | 2 | 5.00 | 0.0172
multi-input combinational | 1746 | 18200 | 62.5
[sequential cells by signal (all words and copies together), names as in the netlist]
register,flops
combined_out,32
x_out,16
y_out,16
state,3
transform_done,1
transform_valid,1
[logic make-up after synthesis]
family	Yosys count	synth area share (%)
simple gates	725	17.3
xor+xnor	97	4.01
fa+ha+maj	546	45.5
flops	69	8.16
compound gates	332	10.4
buf+inv	663	11.8
mux	46	2.75
No activity file was given, so power comes from the tool's default toggle rates.
